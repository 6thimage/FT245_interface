<file path="flow/design.v">
module async_fifo #(
    parameter data_width=8,
    parameter depth_width=5
    )
    (
    input reset,
    input rd_clk,
    input rd_en,
    output reg [data_width-1:0] rd_data,
    input wr_clk,
    input wr_en,
    input [data_width-1:0] wr_data,
    output full,
    output empty
    );
    (* RAM_STYLE="BLOCK" *)
    reg [data_width-1:0] memory[(1<<depth_width)-1:0];
    localparam head_width = log2(1<<depth_width);
    reg [head_width:0] rd_head='h0, wr_head='h0;
    wire [head_width:0] rd_head_gray, wr_head_gray;
    assign rd_head_gray=binary_to_gray(rd_head);
    assign wr_head_gray=binary_to_gray(wr_head);
    wire [head_width:0] rd_head_sync_gray, wr_head_sync_gray;
    synchroniser #(.width(head_width+1), .depth(3)) rd_head_wr_clk(.clk(wr_clk), .signal(rd_head_gray), .sync_signal(rd_head_sync_gray));
    synchroniser #(.width(head_width+1), .depth(3)) wr_head_rd_clk(.clk(rd_clk), .signal(wr_head_gray), .sync_signal(wr_head_sync_gray));
    wire [head_width:0] rd_head_sync, wr_head_sync;
    assign rd_head_sync=gray_to_binary(rd_head_sync_gray);
    assign wr_head_sync=gray_to_binary(wr_head_sync_gray);
    assign empty=reset?1'h0:(rd_head==wr_head_sync);
    assign full=reset?1'h0:((rd_head_sync[head_width-1:0]==wr_head[head_width-1:0])&&(rd_head_sync[head_width]!=wr_head[head_width]));
    always @(posedge wr_clk)
    begin
        if(reset)
            wr_head<=0;
        else if(wr_en && !full)
        begin
            memory[wr_head[head_width-1:0]]<=wr_data;
            wr_head<=wr_head+1'b1;
        end
    end
    always @(posedge rd_clk)
    begin
        if(reset)
            rd_head<=0;
        else if(rd_en && !empty)
        begin
            rd_data<=memory[rd_head[head_width-1:0]];
            rd_head<=rd_head+1'b1;
        end
    end
    function [head_width:0] binary_to_gray(input [head_width:0] binary);
        integer i;
        begin
            for(i=0; i<head_width; i=i+1)
                binary_to_gray[i] = binary[i+1] ^ binary[i];
            binary_to_gray[head_width] = binary[head_width];
        end
    endfunction
    function [head_width:0] gray_to_binary(input [head_width:0] gray);
        integer i;
        begin
            gray_to_binary[head_width] = gray[head_width];
            for(i=(head_width-1); i>=0; i=i-1)
                gray_to_binary[i] = gray_to_binary[i+1] ^ gray[i];
        end
    endfunction
    function integer log2(input integer n);
        integer i;
        begin
            log2=1;
            for(i=0; 2**i<n; i=i+1)
                log2=i+1;
        end
    endfunction
endmodule
module ft245_async_fifo #(
    parameter read_depth=3,
    parameter write_depth=3,
    parameter same_clocks=0
    )
    (
    inout [7:0] D,   
    input RXFn,      
    input TXEn,      
    output reg RDn,  
    output reg WRn,  
    input clk_50mhz,
    input rw_clk,
    input rd_en,
    output [7:0] rd_data,
    output rd_empty,
    input wr_en,
    input [7:0] wr_data,
    output wr_full
    );
    wire read_full;
    reg read_wr_en=1'b0;
    if(same_clocks)
        fifo #(.data_width(8), .depth_width(read_depth)) read_fifo
                    (.clk(clk_50mhz), .reset(1'b0),
                     .rd_en(rd_en), .rd_data(rd_data),
                     .wr_en(read_wr_en), .wr_data(D),
                     .full(read_full), .empty(rd_empty));
    else
        async_fifo #(.data_width(8), .depth_width(read_depth)) read_fifo
                    (.reset(1'b0),
                     .rd_clk(rw_clk), .rd_en(rd_en), .rd_data(rd_data),
                     .wr_clk(clk_50mhz), .wr_en(read_wr_en), .wr_data(D),
                     .full(read_full), .empty(rd_empty));
    wire write_empty;
    reg write_rd_en=0;
    wire [7:0] D_out;
    if(same_clocks)
        fifo #(.data_width(8), .depth_width(write_depth)) write_fifo
                   (.clk(clk_50mhz), .reset(1'b0),
                    .rd_en(write_rd_en), .rd_data(D_out),
                    .wr_en(wr_en), .wr_data(wr_data),
                    .full(wr_full), .empty(write_empty));
    else
        async_fifo #(.data_width(8), .depth_width(write_depth)) write_fifo
                    (.reset(1'b0),
                     .rd_clk(clk_50mhz), .rd_en(write_rd_en), .rd_data(D_out),
                     .wr_clk(rw_clk), .wr_en(wr_en), .wr_data(wr_data),
                     .full(wr_full), .empty(write_empty));
    assign D=(WR_delay || !WRn)?D_out:8'hz;
    reg WR=1'b0, WR_delay=1'b0;
    always @(posedge clk_50mhz) WR_delay<=WR;
    always @(negedge clk_50mhz) WRn<=!WR_delay;
    wire RXFn_sync, TXEn_sync;
    synchroniser #(.width(1), .depth(2), .init_high(1))
                sync_rxfn(.clk(clk_50mhz), .signal(RXFn), .sync_signal(RXFn_sync));
    synchroniser #(.width(1), .depth(2), .init_high(1))
                sync_txen(.clk(clk_50mhz), .signal(TXEn), .sync_signal(TXEn_sync));
    reg [1:0] wait_clocks;
    localparam STATE_IDLE=2'h0, STATE_READ=2'h1, STATE_WRITE=2'h2, STATE_COMPLETE=2'h3;
    reg [1:0] state=STATE_IDLE;
    always @(posedge clk_50mhz)
    begin
        case(state)
        STATE_IDLE:
        begin
            if((!read_full)&&(!RXFn_sync))  
            begin
                if(WRn)
                begin
                    state <= STATE_READ;
                    RDn <= 1'b0;  
                    write_rd_en <= 1'b0;  
                end
            end
            else if((!write_empty)&&(!TXEn_sync))  
            begin
                state <= STATE_WRITE;
                RDn <= 1'b1;  
                write_rd_en <= 1'b1;  
                WR <= 1'b1;
            end
            else
            begin
                RDn <= 1'b1;
                write_rd_en <= 1'b0;
            end
        end
        STATE_READ:
        begin
            read_wr_en <= 1'b1;
            wait_clocks <= 2'd2;
            state <= STATE_COMPLETE;
        end
        STATE_WRITE:
        begin
            write_rd_en <= 1'b0;  
            wait_clocks <= 2'd2;
            state <= STATE_COMPLETE;
        end
        STATE_COMPLETE:
        begin
            WR <= 1'b0;
            RDn <= 1'b1;  
            read_wr_en <= 1'b0;
            if(wait_clocks)
                wait_clocks <= wait_clocks - 1'b1;
            else
                state <= STATE_IDLE;
        end
        endcase
    end
endmodule
module synchroniser #(
    parameter width=1,
    parameter depth=2,
    parameter init_high=0
    )
    (
    input clk,
    input [width-1:0] signal,
    output [width-1:0] sync_signal
    );
    reg [width-1:0] sync[depth-1:0];
    assign sync_signal=sync[depth-1];
    integer i;
    initial
    begin
        for(i=0; i<depth; i=i+1)
            sync[i]=(init_high)?{width{1'b1}}:'d0;
    end
    always @(posedge clk)
    begin
        sync[0] <= signal;
        for(i=1; i<depth; i=i+1)
            sync[i] <= sync[i-1];
    end
endmodule
</file>
<file path="flow/constraint.sdc">
current_design ft245_async_fifo

set clk_period 3.6
set clk_io_pct 0.2

create_clock -name clk0 -period $clk_period [get_ports {clk_50mhz}]
create_clock -name clk1 -period $clk_period [get_ports {rw_clk}]

set non_clock_inputs [all_inputs -no_clocks]
set_input_delay [expr $clk_period * $clk_io_pct] -clock clk0 $non_clock_inputs
set_output_delay [expr $clk_period * $clk_io_pct] -clock clk0 [all_outputs]
</file>
<file path="flow/config.mk">
export PLATFORM = sky130hd
export DESIGN_NAME = ft245_async_fifo
export DESIGN_NICKNAME = ft245_async_fifo
export VERILOG_FILES = /design/flow/design.v
export SDC_FILE = /design/flow/constraint.sdc
export NUM_CORES = 4
export LEC_CHECK = 1
export CORE_UTILIZATION = 50
</file>
<file path="flow/run.sh">
#!/bin/bash
# OpenROAD 26Q1-2900-gdf79404cd8, Yosys 0.63+post, stock flow scripts
make -C /OpenROAD-flow-scripts/flow DESIGN_CONFIG=/design/flow/config.mk WORK_HOME=/design/flow/orfs finish
</file>
==> run_results.csv <==
group,metric,value,unit
job,tool_warnings,165,
detailed_routing,ant_nets,0,
worst_setup_path,cp_cell_sequence,"dlygate4sd2_1",
global_routing,antenna_found_initial,0,
detailed_routing,routed_wl,11.9,mm
worst_setup_path,rrSetupSlack,530,ps
floorplan,die-width,130,µm
detailed_routing,dr.first_iter.drc_count,168,
worst_setup_path,rr_endpoint,"state[0]",
synth,synth_area_leader_cell,"edfxtp_1",
worst_setup_path,timing.rr.start,"WRn",
place,dp_cells,666,
worst_setup_path,r2r_cells,3,
hold_path,whs_path_depth,0,
synth,topCellsByArea,"edfxtp_1 (62%), dfxtp_1 (13%), mux4_2 (8.8%)",
cts,cts.sinks,222,
place,portBuffers,24,
finish,final_cell_mix,"edfxtp_1 (168), dfxtp_1 (53), mux4_2 (32), clkbuf_16 (26)",
worst_setup_path,critPathLaunchType,"flip-flop",
sta,drv_slew,0,
cts,cts_hold_buf,0,
worst_setup_path,worstPathArrival,2760,ps
floorplan,rows,46,
detailed_routing,insertedDiodeCount,0,
floorplan,core,15900,µm²
worst_setup_path,crit_required,2880,ps
synth,synth_cell_types,40,
synth,ys_warn_count,7,
finish,final_common_cell,"edfxtp_1",
synth,syn_area_per_cell,19.1,µm²
synth,simple_gate_share,0.0387,
power,ir_drop,400,µV
synth,seq_area_frac_synth,0.751,
synth,numSynthFlops,222,
synth,ys_sh_mux,0.114,
finish,instances_no_fill,714,
global_routing,grt_max_degree,21,
job,drv_cap,0,
global_routing,grt_pass1_vias,3775,
power,powerDensity,959,nW/µm²
sta,hold_viol,0,
worst_setup_path,path_class,"flip-flop to primary output",
detailed_routing,drc,0,
power,power,9210,µW
synth,netlist_area,8160,µm²
worst_setup_path,crit_family,"flip-flops",
sta,fin_setup_tns,0,ps
synth,logic_family,"multiplexers",
hold_path,min_from,"genblk2.write_fifo.wr_head_rd_clk.sync[0][2]",
status,outcome,"finished, final reports clean",
detailed_routing,wl_per_cell,16.7,µm
place,gp_congestion,0.796,
synth,synth-xor-area-share,0.0353,
synth,ys_area,8160,µm²
worst_setup_path,cp_max_fo,2,
sta,hold_ws,325,ps
sta,finClkSkew,23.5,ps
finish,drive_above_1_share,0.227,
hold_path,whs_endpoint,"genblk2.write_fifo.wr_head_rd_clk.sync[1][2]",
worst_setup_path,crit_buf_inv,1,
global_routing,gr-total-overflow,0,
place,dp_hpwl,7.58,mm
worst_setup_path,cpMaxStageDelayCell,"dfxtp_2",
synth,yosys.area_share.aoi,0.0143,
worst_setup_path,critPathMaxStageDelay,300,ps
detailed_routing,via_count,3575,
floorplan,die_h,130,µm
hold_path,hold_class,"flip-flop to flip-flop",
cts,clk_pin_slew_worst_paths,50,ps
detailed_routing,dr.pass1.iters,4,
worst_setup_path,cp-end-kind,"primary output",
synth,ys_cells,428,
floorplan,dieArea,16800,µm²
global_routing,grt_pass1_wl,19.4,mm
power,p_leak,0.00343,µW
floorplan,io_pins,34,
cts,tritoncts,"built",
synth,ys_sh_adder,0.0307,
sta,relSlewSlack,0.508,
floorplan,fp-utilization,0.514,
sta,setup_viol,0,
detailed_routing,routed_via_density,5.01,
cts,post_cts_resize_count,2,
sta,tightest_slew,736,ps
synth,postSynthCellCount,428,
finish,syn2layout_area_growth,17.8,%
global_routing,grt_use_total,0.171,
sta,rsz0062_at_grt,"false",
cts,cts_setup_buffers,0,
synth,top_area_frac,0.618,
==> where the power goes <==
group	switching, µW	internal (µW)	leakage (µW)	total, µW
combinational	1020	1160	0.000988	2180
sequential	478	3860	0.00201	4340
clock	1050	1650	0.000439	2690
total	2550	6670	0.00343	9210
==> cells in the mapped netlist <==
cell	instances
o22ai_1	2
ha_1	20
nor3_1	3
xor3_1	2
buf_1	1
dfxtp_1	54
nand2_1	11
nor3b_1	1
edfxtp_1	168
xnor2_1	9
o21ai_0	1
mux2_4	1
or3_4	2
nand2b_1	1
or2_2	1
xor3_2	1
mux2i_2	1
o22a_1	1
mux4_2	32
mux2_2	16
nand3_1	4
clkbuf_1	6
nor2_2	1
xor2_1	13
nor2b_1	2
buf_2	4
and3b_1	1
or3_1	2
nor2_1	13
and2_1	9
xnor3_1	1
and3_1	3
nor4_1	4
or2b_1	1
o21ai_1	1
o211ai_2	1
inv_1	23
a21boi_4	1
a31oi_1	3
a21oi_1	7
==> per-layer routing <==
layer	routed length [µm]	track usage	vias up
met1	5170	0.263	1723
met3	973	0.0952	17
li1	-	-	1726
met2	5500	0.242	109
met4	269	0.0335	0
met5	0	0	-
==> kinds of logic (layout without fill, tap and decap cells) <==
| logic type | Yosys count | after routing |
|---|---|---|
| mux | 50 | 50 |
| xor+xnor | 26 | 26 |
| buf+inv | 34 | 104 |
| fa+ha+maj | 20 | 20 |
| compound gates | 17 | 17 |
| flops | 222 | 222 |
| simple gates | 59 | 59 |
==> registers in the layout, indices dropped and copies added (netlist names) <==
register,cells
genblk1.read_fifo.rd_head,4
state,2
WRn,1
genblk2.write_fifo.memory,64
RDn,1
read_wr_en,1
genblk2.write_fifo.rd_head_wr_clk.sync,12
sync_rxfn.sync,2
genblk2.write_fifo.wr_head_rd_clk.sync,12
write_rd_en,1
sync_txen.sync,2
WR,1
wait_clocks,2
genblk1.read_fifo.memory,64
genblk2.write_fifo.wr_head,4
genblk1.read_fifo.wr_head_rd_clk.sync,12
WR_delay,1
D,8
genblk2.write_fifo.rd_head,4
genblk1.read_fifo.rd_head_wr_clk.sync,12
genblk1.read_fifo.wr_head,4
genblk1.read_fifo.rd_data,8
==> area by class of cell <==
| type | count | area (µm²) |
|---|---|---|
| multi-input cells | 172 | 1900 |
| inverters | 22 | 82.6 |
| well taps | 216 | 270 |
| clock buffers | 27 | 654 |
| fillers | 1152 | 6270 |
| clock inverters | 22 | 270 |
| repair buffers | 33 | 307 |
| flip-flops and latches | 222 | 6130 |
==> through the flow <==
step / setup WS, ps / cell area (µm²) / util
2_1_floorplan: 603 / 8160 / -
3_3_place_gp: 313 / 8690 / 0.547
3_5_place_dp: 312 / 8690 / 0.547
4_1_cts: 101 / 9610 / 0.605
5_1_grt: 76.5 / 9610 / 0.605
6_report: 120 / 9610 / 0.605
==> worst max path at each step <==
| stage | startpoint | end | slack (ps) | cells after the start |
|---|---|---|---|---|
| CTS | WRn | WRn | 100 | 1 |
| global route | WRn | WRn | 80 | 1 |
| finish | WRn | WRn | 120 | 1 |
Power figures rest on the tool's default switching activity, not on a simulated workload.
