[flow/design.v]
module fifo #(
    parameter data_width=8,
    parameter depth_width=5
    )
    (
    input clk,
    input reset,
    input rd_en,
    output reg [data_width-1:0] rd_data,
    input wr_en,
    input [data_width-1:0] wr_data,
    output full,
    output empty
    );
    (* RAM_STYLE="BLOCK" *)
    reg [data_width-1:0] memory[(1<<depth_width)-1:0];
    localparam head_width = log2(1<<depth_width);
    reg [head_width:0] rd_head='h0, wr_head='h0;
    assign empty=reset?1'h0:(rd_head==wr_head);
    assign full=reset?1'h0:((rd_head[head_width-1:0]==wr_head[head_width-1:0])&&(rd_head[head_width]!=wr_head[head_width]));
    always @(posedge clk)
    begin
        if(reset)
            wr_head<=0;
        else if(wr_en && !full)
        begin
            memory[wr_head[head_width-1:0]]<=wr_data;
            wr_head<=wr_head+1'b1;
        end
    end
    always @(posedge clk)
    begin
        if(reset)
            rd_head<=0;
        else if(rd_en && !empty)
        begin
            rd_data<=memory[rd_head[head_width-1:0]];
            rd_head<=rd_head+1'b1;
        end
    end
    function integer log2(input integer n);
        integer i;
        begin
            log2=1;
            for(i=0; 2**i<n; i=i+1)
                log2=i+1;
        end
    endfunction
endmodule
[flow/run.sh]
#!/bin/bash
# OpenROAD 26Q1-2900-gdf79404cd8, Yosys 0.63+post, stock flow scripts
make -C /OpenROAD-flow-scripts/flow DESIGN_CONFIG=/design/flow/config.mk WORK_HOME=/design/flow/orfs finish
[flow/config.mk]
export PLATFORM = sky130hd
export DESIGN_NAME = fifo
export DESIGN_NICKNAME = fifo
export VERILOG_FILES = /design/flow/design.v
export SDC_FILE = /design/flow/constraint.sdc
export NUM_CORES = 4
export LEC_CHECK = 1
export CORE_UTILIZATION = 40
[flow/constraint.sdc]
current_design fifo

set clk_period 6.5
set clk_io_pct 0.2

create_clock -name clk0 -period $clk_period [get_ports {clk}]

set non_clock_inputs [all_inputs -no_clocks]
set_input_delay [expr $clk_period * $clk_io_pct] -clock clk0 $non_clock_inputs
set_output_delay [expr $clk_period * $clk_io_pct] -clock clk0 [all_outputs]
==> deck_impl_summary.md <==
Flow Results at a Glance

Final timing
  – Post-Route Skew: 31.80 ps
  – Hold Violations, Final: 0
  – Slew at the pin closest to its max-slew limit: 977.8 ps
  – Slew HR: 34.65%
  – Final Cycle Share: 71.38%
  – RSZ-0062 raised after global routing: no
  – Final critical-path required period: 4640 ps
  – Setup-failing EPs final: 0
  – Final Slew Violations: 0
  – TNS Setup: 0 ps
  – Fmax: 215.5 MHz
  – Final worst slack: 1860 ps

Place
  – DP Area: 11,570 um2
  – Global placement routability congestion: 0.8429
  – Placed Cells incl. Taps: 917
  – Post-DP HPWL: 14,250 um
  – DP Worst Slack: 1872 ps
  – Port buffer count: 21

Route
  – DR iter-0 viols: 335
  – Via count: 5,334
  – DRT Pass-1 Iters: 6
  – Routed WL: 22,790 um
  – Final ANT Viol Nets: 0
  – Vias per cell: 5.522
  – Drt drc: 0
  – Avg WL per Cell: 23.59 um
  – Number of diodes: 0

Setup path
  – Largest stage delay on the critical path: 830 ps
  – WP buf/inv: 2
  – Crit path DAT: 3340 ps
  – Critical Setup Path Class: in -> out
  – CP endpoint kind: output pin
  – Slowest cell on the critical path: clkdlybuf4s50_1
  – CP dominant cell by count: clkdlybuf4s50_1
  – Critical path cell sequence: clkdlybuf4s50_1 -> nor4_2 -> and2_1 -> clkdlybuf4s50_1
  – Delay-heaviest family, CP: buffers and inverters
  – CP Launch Type: input pin
  – WP data required: 5200 ps
  – R2R setup slack: 3200 ps
  – CP Max Fanout: 20

Yosys
  – Area of the mapped netlist: 10,990 um2
  – Ys cells: 570
  – FF+latch count, synth: 276
  – Number of enable flip-flop cells: 264
  – Distinct lib cells: 48
  – Seq share, synth: 74.35%
  – Yosys warnings: 1
  – Dominant Register Cell: edfxtp_1
  – Syn Inst Count: 570
  – Async set-reset flop share out of synthesis: 0%
  – Yosys Chip Area: 10,990 um2
  – Avg Cell Area, Syn: 19.27 um2

Pwr
  – Reg power frac: 50.7%
  – Pwr Total: 3.935 mW
  – Pleak: 3.783 nW
  – Internal power: 3.029 mW
  – Max IR drop VDD: 0.2538 mV
  – Switching share of power: 23.02%
  – Combinational power share: 12.3%
  – Clock group share of total power: 37.0%
  – Switching pwr: 0.9056 mW
  – Power per cell area: 317.2 nW/um2

Die
  – DIE WIDTH: 167.7 um
  – Die Footprint: 28,130 um2
  – # rows: 60
  – Core area: 26,950 um2
  – FP Core Util: 40.76%
  – Die height: 167.7 um
  – IO Pins: 22

Clock network
  – Num CTS Buffers: 28
  – Latency at later pin: 550 ps
  – CTS tree: yes
  – Worst-path clk slew: 60 ps
  – Postcts setup bufs: 0
  – Hold-fix buffers, CTS: 0
  – Clk root buf: clkbuf_16
  – Clock sinks: 276
  – Htree depth: 1
  – Clock Tree Buf Depth: 3
  – Post-CTS Resized: 0

Min path
  – Worst Hold Class: reg -> reg

Global route
  – Total track usage: 18.30%
  – First-pass GRT wire length: 34,420 um
  – Largest net degree at the start of global routing: 45
  – Remaining global-route overflow: 0
  – Vias in the first global route: 5,829
  – Antenna violations before repair: 0

Layout
  – Area grow syn2layout: 12.92%
  – Fillers: 2,187
  – Post-route non-filler standard cell count: 966
  – Cell area after layout: 12,400 um2
  – Share of layout cells above drive strength 1: 19.36%

Outcome
  – Outcome: complete, no violations

Run
  – Max-Cap Viols: 0
  – Tool Warnings: 28
## kinds of logic (layout without fill, tap and decap cells)
kind of cell / Yosys count / after routing / synth area share, %
DFF: 276 / 276 / 74.35
and+or+nand+nor: 90 / 90 / 4.442
muxes: 85 / 85 / 13.13
AOI/OAI and AO/OA: 69 / 69 / 4.886
buffers and inverters: 35 / 90 / 1.822
xor gates and xnor gates: 10 / 10 / 0.7972
adders and majority gates: 5 / 5 / 0.5695
## layout make-up
type	count	area, um2	share of cell area (%)
Clock inverter	15	115.1	0.9280
Inverter	3	11.26	0.09078
Tap cell	341	426.7	3.440
Sequential cell	276	8173	65.89
Multi-Input combinational cell	259	2618	21.10
Timing Repair Buffer	38	337.8	2.723
Clock buffer	34	723.2	5.830
## synthesized netlist by cell type (2+ instances only)
| cell type | count | share of area, % |
|---|---|---|
| edfxtp_1 | 264 | 72 |
| mux4_2 | 47 | 9.6 |
| nor2_1 | 46 | 1.6 |
| mux2i_1 | 35 | 3.2 |
| a21oi_1 | 21 | 0.96 |
| clkbuf_1 | 12 | 0.41 |
| dfxtp_1 | 12 | 2.2 |
| a22oi_1 | 8 | 0.55 |
| buf_4 | 8 | 0.55 |
| o221ai_1 | 8 | 0.64 |
| a22o_1 | 7 | 0.56 |
| buf_2 | 7 | 0.32 |
| nand2_1 | 7 | 0.24 |
| nor2b_1 | 7 | 0.40 |
| o22ai_1 | 7 | 0.40 |
| a2111oi_2 | 6 | 0.82 |
| xnor2_1 | 6 | 0.48 |
| ha_1 | 5 | 0.57 |
| nand3_2 | 5 | 0.46 |
| buf_6 | 4 | 0.41 |
| nand3_1 | 4 | 0.18 |
| nand3b_1 | 4 | 0.27 |
| xor2_1 | 4 | 0.32 |
| inv_1 | 3 | 0.10 |
| mux2_1 | 3 | 0.31 |
| o31ai_1 | 3 | 0.20 |
| or3_1 | 3 | 0.17 |
| nand4_1 | 2 | 0.11 |
| o21ai_1 | 2 | 0.091 |
| or4_1 | 2 | 0.14 |
## sequential cells by signal, indices dropped and copies added (netlist names)
register and flops:
rd_head 6, memory 256, rd_data 8, wr_head 6
## layout by cell type (no fill, tap or decap), drive strengths merged, types with 4 or more instances in the layout
master,instances
a21oi,21
clkinv,13
nor2b,7
nand2,7
ha,5
buf,17
nand3b,4
mux4,47
xor2,4
edfxtp,264
xnor2,6
o22ai,7
clkdlybuf4s50,21
o221ai,8
nor2,46
a22o,7
a22oi,8
nand3,9
dfxtp,12
mux2i,35
clkbuf,34
a2111oi,7
## worst min-delay path: cells and delay by family (launching register included)
kind | cells | cell delay (ps)
flip-flops | 1 | 340
AND-OR/OR-AND | 2 | 140
## per-stage QoR
step                utilization [%]  hold slack, ps
finish                        46.03           534.1
global route                  46.03           555.6
CTS                           46.03           530.6
detailed placement            42.92           518.5
global placement              42.92           521.3
floorplan                         -           494.7
## power groups by stage
stage / Sequential [mW] / Combinational [mW] / Clock [mW]
after global routing: 2.00 / 0.524 / 1.55
final: 2.00 / 0.484 / 1.45
after CTS: 2.00 / 0.496 / 1.49
## metal layers
metal / up-vias / global-route usage [%] / routed length [um]
met5: - / 0 / 0
met4: 0 / 4.627 / 759
met3: 45 / 9.798 / 2422
met2: 234 / 27.17 / 10820
met1: 2652 / 25.49 / 8791
li1: 2403 / - / -
## path summary, 6_finish.rpt
path,endpoint,depth (start not counted),startpoint
worst min register to register,rd_head[5],2,rd_head[5]
worst min-delay path,rd_head[5],2,rd_head[5]
worst max-delay path,full,4,reset
worst max register to register,rd_data[7],5,rd_head[0]
Power is estimated from default activity; no workload was simulated.
